`./run.sh`:
```
#!/bin/bash
# OpenROAD 26Q1-2900-gdf79404cd8, Yosys 0.63+post, stock flow scripts
make -C /OpenROAD-flow-scripts/flow DESIGN_CONFIG=/design/flow/config.mk WORK_HOME=/design/flow/orfs finish
```
`./config.mk`:
```
export PLATFORM = sky130hd
export DESIGN_NAME = bin_to_hex
export DESIGN_NICKNAME = bin_to_hex
export VERILOG_FILES = /design/flow/design.v
export SDC_FILE = /design/flow/constraint.sdc
export NUM_CORES = 4
export LEC_CHECK = 1
export CORE_UTILIZATION = 40
```
`./constraint.sdc`:
```
current_design bin_to_hex

set clk_period 14.3
set clk_io_pct 0.2

create_clock -name clk0 -period $clk_period [get_ports {clk}]

set non_clock_inputs [all_inputs -no_clocks]
set_input_delay [expr $clk_period * $clk_io_pct] -clock clk0 $non_clock_inputs
set_output_delay [expr $clk_period * $clk_io_pct] -clock clk0 [all_outputs]
```
`./design.v`:
```
`timescale 1ns / 1ps
module bin_to_hex(clk, binary_in, binary_ready, bch_out, hex_ready, print_done);
	input clk;
	input binary_ready;
	input [63:0] binary_in;
	input print_done;
    output reg [127:0] bch_out; 
	output reg hex_ready = 0;
    integer i;
    always @(posedge clk) begin
        if(print_done == 1) begin
            hex_ready <= 0;
        end
        else if(binary_ready == 1 && hex_ready == 0) begin
            for (i = 0; i < 16; i = i+1) begin
                case (binary_in[63 - i*4 -: 4])
                    4'b0000: bch_out[127 - i*8 -: 8] <= 8'h30; 
                    4'b0001: bch_out[127 - i*8 -: 8] <= 8'h31; 
                    4'b0010: bch_out[127 - i*8 -: 8] <= 8'h32;
                    4'b0011: bch_out[127 - i*8 -: 8] <= 8'h33; 
                    4'b0100: bch_out[127 - i*8 -: 8] <= 8'h34; 
                    4'b0101: bch_out[127 - i*8 -: 8] <= 8'h35; 
                    4'b0110: bch_out[127 - i*8 -: 8] <= 8'h36; 
                    4'b0111: bch_out[127 - i*8 -: 8] <= 8'h37; 
                    4'b1000: bch_out[127 - i*8 -: 8] <= 8'h38; 
                    4'b1001: bch_out[127 - i*8 -: 8] <= 8'h39; 
                    4'b1010: bch_out[127 - i*8 -: 8] <= 8'h41; 
                    4'b1011: bch_out[127 - i*8 -: 8] <= 8'h42; 
                    4'b1100: bch_out[127 - i*8 -: 8] <= 8'h43; 
                    4'b1101: bch_out[127 - i*8 -: 8] <= 8'h44; 
                    4'b1110: bch_out[127 - i*8 -: 8] <= 8'h45; 
                    4'b1111: bch_out[127 - i*8 -: 8] <= 8'h46; 
                endcase
            end
            hex_ready <= 1;
        end
    end
endmodule 
```
==> metrics.csv <==
stage;metric;value;unit
outcome;status;finished clean;
worst_setup_path;CP Class;in -> reg;
sta;worst slew pin tran;662;ps
pwr;Internal Dissipation;0.514;mW
worst_setup_path;startpoint of the worst-slack reg-to-reg timing path;hex_ready$_SDFFE_PP0P_;
logic_synthesis;chip area in the Yosys report;0.00485;mm^2
clock_tree;clk latency of the worst-skew pair;330;ps
sta;final setup TNS;0;ps
job;tool warnings;41;
clock_tree;CTS tree;built;
worst_setup_path;R2R Setup Slk;12240;ps
drt;DR iter-0 viols;119;
logic_synthesis;simple share;0.135;
logic_synthesis;AND-OR/OR-AND share of the synthesized area;0.0964;
floorplan;chip height;112;um
placement;DP HPWL;6680;um
floorplan;Die ar.;0.0126;mm^2
final_layout;synthesis-to-layout area growth;43.1;%
worst_setup_path;CP Max Fanout;53;
hold_path;hold endpoint;hex_ready$_SDFFE_PP0P_;
worst_setup_path;Crit. End Element;flip-flop;
logic_synthesis;Yosys cell types;20;
worst_setup_path;CP Launch Type;input port;
sta;final setup vio count;0;
worst_setup_path;Worst EP required;14270;ps
placement;pre-CTS WS;9210;ps
logic_synthesis;dominant kind of combinational cell;simple AND/OR/NAND/NOR gates;
drt;metal2 WL;3910;um
drt;total number of vias;3283;
final_layout;share of layout cells above drive strength 1;0.0285;
placement;Final Wtd Congestion;0.800;
logic_synthesis;XOR/XNOR Area Share;0;
pwr;sequential fraction of design power;0.511;
pwr;Peak supply drop;0.0473;mV
placement;PortBufs;179;
logic_synthesis;cell area after synthesis;0.00485;mm^2
global_route;first-pass GRT wire length;14600;um
worst_setup_path;reg2reg end;bch_out[10]$_DFFE_PP_;
drt;Diodes inserted;0;
pwr;Pleak;2.67;nW
global_route;vias in the first global route;3039;
sta;Period minus WS final;4710;ps
final_layout;utilization after layout;0.598;
global_route;largest net degree at the start of global routing;54;
logic_synthesis;Mapped Cells;381;
placement;placed cell areas;0.00666;mm^2
clock_tree;Post CTS Setup Buffer Count;0;
clock_tree;CTS sink count;97;
drt;Top Metal Used;met4;
logic_synthesis;sequential fraction of the synthesis area;0.598;
drt;drt wl/cell;12.8;um
global_route;initial antenna violation count;0;
logic_synthesis;mux frac, synth;0;
logic_synthesis;syn_area_per_cell;12.7;um^2
pwr;clock power share;0.356;
final_layout;filler instances;944;
clock_tree;cts repair resizes;0;
hold_path;hold path start;hex_ready$_SDFFE_PP0P_;
clock_tree;Worst-path clk slew;60;ps
logic_synthesis;Synthesized registers;97;
clock_tree;CTS H-tree depth;3;
job;Max-cap violations;0;
global_route;gr ovfl total;0;
clock_tree;cts hold-fix bufs;0;
pwr;Sw Ratio;0.207;
drt;final WL;9040;um
sta;hold slack;518;ps
pwr;Pwr Total;0.649;mW
sta;Max Slew Vio Count;0;
floorplan;Ports;196;
final_layout;non-filler cells, final;704;
logic_synthesis;ys cells;381;
worst_setup_path;arrival time worst endpoint;4680;ps
hold_path;hold path depth;2;
sta;RSZ-0062 raised after global routing;no;
sta;fin crit share;0.329;
drt;DRC violations left;0;
placement;placed cells;688;
drt;met3 wire length;1130;um
sta;fmax;213;MHz
drt;wl on met1;3850;um
floorplan;FP Core Util;0.418;
floorplan;Core Area;0.0116;mm^2
floorplan;FP Rows;39;
sta;skew final;4.69;ps
drt;Antenna Nets Post-Route;0;
clock_tree;CTS root buf;clkbuf_16;
pwr;NetSw;0.134;mW
clock_tree;CTS buffer count;9;
sta;final hold violations;0;
final_layout;fin area;0.00695;mm^2
drt;via/cell ratio;4.66;
pwr;logic gate share of total power;0.132;
logic_synthesis;yosys warning tally;1;
sta;Final WS setup;9590;ps
pwr;Power Density;93.4;mW/mm^2
sta;Slew headroom;0.558;
drt;DRT Pass-1 Iters;26;
worst_setup_path;reg2reg path depth;3;
clock_tree;CTS Buffer Depth;2;
hold_path;Min-Delay Path Class;reg -> reg;
floorplan;Die X;112;um
global_route;GRT Overall Usage;0.156;
logic_synthesis;adder share;0.0825;
layer usage:
metal | global-route usage | up-vias
met5 | 0.0196 | -
met4 | 0.0231 | 0
met2 | 0.228 | 150
met1 | 0.248 | 1466
met3 | 0.0528 | 14
li1 | - | 1653
sequential cells by signal, summed over array words and instances (netlist names):
signal,flops
hex_ready,1
bch_out,96
worst max-delay path: stages:
cell	delay (ps)
clkdlybuf4s50_1	470
nor3b_2	150
buf_4	550
buf_4	590
cell usage in the layout, fill, tap and decap left out:
cell type	count
nand3b_1	16
o21ai_0	9
clkinv_1	3
nor3b_1	16
ha_1	32
clkinvlp_4	2
edfxtp_1	96
nor2_1	10
dfxtp_1	1
nand2_1	16
a21boi_0	16
nor2b_1	7
a31o_1	16
nand2b_1	16
clkinv_2	1
clkbuf_16	9
clkdlybuf4s50_1	179
and2b_1	9
inv_1	48
o21a_1	7
nor3b_2	1
buf_4	2
or2_1	16
bufinv_16	1
o211ai_1	8
conb_1	16
a31oi_1	8
cells in the mapped netlist:
library cell,number,share of area
edfxtp_1,96,0.59
inv_1,48,0.037
buf_4,32,0.050
ha_1,32,0.083
nor3b_1,17,0.026
a21boi_0,16,0.025
a31o_1,16,0.029
nand2_1,16,0.012
nand2b_1,16,0.021
nand3b_1,16,0.025
or2_1,16,0.021
nor2_1,10,0.0077
and2b_1,9,0.014
o21ai_0,9,0.0093
a31oi_1,8,0.010
o211ai_1,8,0.012
nor2b_1,7,0.0090
o21a_1,7,0.011
conb_1,1,0.00077
dfxtp_1,1,0.0041
layout make-up:
class	count	area, um^2	area share
timing repair buffer	181	1810	0.260
inverter	48	180	0.0259
tap	143	179	0.0258
clock buffer	9	225	0.0324
clock inverter	7	61.3	0.00883
multi-input combinational	219	1590	0.229
sequential	97	2900	0.418
kinds of logic after synthesis:
kind of cell / after synthesis
AND-OR/OR-AND: 64
adder cells (fa/ha/maj): 32
buffers and inverters: 80
flip-flops: 97
other: 1
AND/OR/NAND/NOR: 107
how the worst max path moves through the flow:
stage,start,cells after the start,to,slack [ps]
4_1_cts,binary_ready,4,bch_out[10]$_DFFE_PP_,9580
5_1_grt,binary_ready,4,bch_out[11]$_SDFFCE_PN0P_,9450
6_report,binary_ready,4,bch_out[10]$_DFFE_PP_,9590
power by group through the flow:
stage	combinational [mW]	clock (mW)	sequential, mW
5_1_grt	0.0967	0.253	0.333
6_report	0.0858	0.231	0.332
4_1_cts	0.0871	0.240	0.332
Power and IR drop assume default switching activity.
